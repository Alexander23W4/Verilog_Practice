[flow/design.v]
module ramp1(
    input clk,
    input areset,
    output reg [3:0] q);
    parameter S0 = 0, S1 = 1, S2 = 2, S3 = 3;
    reg [25:0] count;
    reg [1:0] state, next;
    always @(*) begin
        if(count == 26'd50000000)begin
            case(state) 
                S0 : next = S1;
                S1 : next = S2;
                S2 : next = S3;
                S3 : next = S0;
                default : next = S0;
            endcase
        end
        else begin
            next = state;
        end
    end
    always @(posedge clk) begin
            state <= next;
            if(count == 26'd50000000) begin
                count <= 0;
            end
            else begin
                count <= count + 1;
            end
    end
    always @(*) begin
        case(state) 
            S0: q = 4'b0101;
            S1: q = 4'b1100;
            S2: q = 4'b1001;
            S3: q = 4'b0011;
            default: q = 4'b0000;
        endcase
    end
endmodule
[flow/run.sh]
#!/bin/bash
# OpenROAD 26Q1-2900-gdf79404cd8, Yosys 0.63+post, stock flow scripts
make -C /OpenROAD-flow-scripts/flow DESIGN_CONFIG=/design/flow/config.mk WORK_HOME=/design/flow/orfs finish
[flow/config.mk]
export PLATFORM = sky130hd
export DESIGN_NAME = ramp1
export DESIGN_NICKNAME = ramp1
export VERILOG_FILES = /design/flow/design.v
export SDC_FILE = /design/flow/constraint.sdc
export NUM_CORES = 4
export LEC_CHECK = 1
export CORE_AREA = 10 10 92 92
export DIE_AREA = 0 0 102 102
[flow/constraint.sdc]
current_design ramp1

set clk_period 5.9
set clk_io_pct 0.2

create_clock -name clk0 -period $clk_period [get_ports {clk}]

set non_clock_inputs [all_inputs -no_clocks]
set_input_delay [expr $clk_period * $clk_io_pct] -clock clk0 $non_clock_inputs
set_output_delay [expr $clk_period * $clk_io_pct] -clock clk0 [all_outputs]
==> out/results.ini <==
[outcome]
status = completed

[yosys]
synth_cell_types = 28
synthesis.area_um2 = 1310
yosysCellCount = 128
yosysWarnings = 1
ys_seq_frac = 0.489
netlist_instances = 128
top_cell_area_share = 0.397
yosys_area_um2 = 1310
edf_count = 4
top_area_cell = dfxtp_1
ys_ff = 30
topCellsByArea = dfxtp_1 40%, edfxtp_1 9.2%, xnor2_1 8.7%
top_cell = dfxtp_1
synth_area_per_cell_um2 = 10.2
async_flop_share = 0
common_cells = 26 x dfxtp_1, 13 x xnor2_1, 11 x nor2_1
flop_cell = dfxtp_1

[setup_path]
arrival_ps = 1410
crit_required_ps = 4720
start_kind = register
worstSetupPathType = register to output pin
crit_fanout = 3
crit_path_end_kind = output pin
r2r_start = count[2]

[pwr]
p_per_area_nw_per_um2 = 243
p_int_uw = 299
p_leak_uw = 0.000516
pwr-share-clk = 0.441
seqPwrFrac = 0.559
p_sw_uw = 70.7
comb_power_share = 0
peakVddDrop_mv = 0.111
p_sw_frac = 0.191

[cts]
postCtsResizedCells = 0
clockBufferDepth = 2
path_clk_slew_ps = 60
clock.latency.late_pin_ps = 280
tritoncts.num_buffers = 5
h-tree-depth = 2
postCtsSetupRepairBufs = 0
root_buffer = clkbuf_8
cts_sinks = 30
cts_tree = built
cts_hold_buf = 0

[final_timing]
hold_violations = 0
max_slew_margin = 0.697
tightestPinTransition_ps = 451
drv_slew = 0
fin_setup_tns_ps = 0
max_freq_ghz = 0.386
fin_crit_sh = 0.439
whs_ps = 427
grt_setup_unrepaired = no
finalCriticalPeriod_ps = 2590
setup_viol = 0
clock_skew_ps = 4.19

[grt]
grtUsageTotal = 0.0478
grt_max_degree = 14
grt_pass1_wl_mm = 4.11
first_global_vias = 887
antenna_found_initial = 0
gr-total-overflow = 0

[routing]
drc = 0
detail-route-antenna-nets = 0
wl_per_cell_um = 10.8
wl_mm = 2.31
firstDrtPassIters = 4
routed_via_density = 4.23
drt_iter0_drc = 42
diodes = 0
vias = 906

[place]
dp.cells = 207
io_buffer_count = 4
place.gp.congestion = 0.744
hpwlAfterDp_mm = 1.60
placed_cell_area_um2 = 1430

[cells_and_area]
post-route-util = 0.235
area_delta_synth_final_pct = 15.8
finalNonFillerCells = 214
drive_gt1_frac = 0.124
final_area_um2 = 1520

[worst_hold_path]
hold_class = register to register

[floorplan]
std_cell_rows = 29
ioPinCount = 6
die_x_um = 102
chipArea_um2 = 10400
core_area_um2 = 6460
die_h_um = 102
initial_utilization = 0.203

[flow_run]
warnings = 27
cap_violations = 0

-- kinds of logic (layout without fill, tap and decap cells) --
kind of cell | count (synthesis) | count (layout) | share of synthesized area
simple gates | 66 | 66 | 0.321
fa+ha+maj | 2 | 2 | 0.0191
buf+inv | 6 | 15 | 0.0258
xor+xnor | 19 | 19 | 0.127
compound gates | 5 | 5 | 0.0191
flops | 30 | 30 | 0.489
-- cell type report --
cell class                 instances  area (um^2)
fill                             700         4940
tap                               77         96.3
multi-input combinational         92          637
sequential                        30          641
inverter                           3         11.3
clock buffer                       7         86.3
timing repair buffer               5         47.5
-- worst max-delay path: stages, from the launching register on --
cell,delay (ps)
edfxtp_1,420
nor2_1,130
or2_2,120
clkdlybuf4s50_1,460
-- power groups by stage --
| stage | Sequential, uW | Clock [uW] | Combinational, uW |
|---|---|---|---|
| after CTS | 206 | 167 | 0.000216 |
| after global routing | 206 | 182 | 0.000216 |
| final | 206 | 163 | 0.000216 |
-- metal layers --
metal	track usage	part of all wire	up-vias
met5	0	0	-
met4	0.00868	0.018	0
met1	0.0675	0.54	423
met3	0.0198	0.042	5
met2	0.0677	0.40	7
li1	-	-	471
-- through the flow --
stage               setup WS, ps  total power, uW
finish                      3310              369
global route                3190              388
CTS                         3280              374
detailed placement          3590              211
global placement            3600              211
floorplan                   4070              211
-- cell usage in the layout, fill, tap and decap left out, drive strengths merged, types with 3 or more instances in the layout --
cell           count
and3               4
and4               6
clkbuf             7
clkdlybuf4s50      4
dfxtp             26
edfxtp             4
inv                3
nand2              9
nand3              8
nand3b             5
nand4              8
nor2              11
nor4               5
o21ai              5
xnor2             13
xor2               6
-- final timing paths --
kind / to / slack, ps / depth (start not counted)
min reg2reg: register / 430 / 0
min: register / 430 / 0
max: q[2] / 3310 / 3
max reg2reg: count[1] / 3990 / 5
Power figures rest on the tool's default switching activity, not on a simulated workload.
